$ cat constraint.sdc
current_design FourDigitSevenSeg

set clk_period 19.5
set clk_io_pct 0.2

create_clock -name clk0 -period $clk_period [get_ports {clock_1KHz}]

set non_clock_inputs [all_inputs -no_clocks]
set_input_delay [expr $clk_period * $clk_io_pct] -clock clk0 $non_clock_inputs
set_output_delay [expr $clk_period * $clk_io_pct] -clock clk0 [all_outputs]
$ cat design.v
module DigitSeparator(
 input logic [13:0] displayValue,  
 output logic [3:0] thousands,      
 output logic [3:0] hundreds,       
 output logic [3:0] tens,           
 output logic [3:0] ones           
 ); 
   assign thousands = (displayValue / 1000) % 10;  
   assign hundreds = (displayValue / 100) % 10;
   assign tens = (displayValue / 10) % 10;
   assign ones = displayValue % 10;
endmodule
module DigitTranslator(
 input logic [1:0] digitCount,     
 output logic [2:0] digitSelect   
 ); 
  always_comb
    case(digitCount)  		       
      2'd0 : digitSelect = 3'b000;   
      2'd1 : digitSelect = 3'b001;   
      2'd2 : digitSelect = 3'b011;   
      2'd3 : digitSelect = 3'b100;   
      default : digitSelect = 0;   
    endcase
endmodule
module FourDigitSevenSeg(
 input logic clock_1KHz, reset_n,
 input logic [13:0] displayValue,  	 
 output logic [6:0] display,     	 
 output logic [2:0] digitSelect   	 
 );
logic [3:0] thousands;
logic [3:0] hundreds;
logic [3:0] tens;
logic [3:0] ones;
logic [3:0] value;
logic [1:0] digitCount;
TwoBitCounter i1(
	.clock_1KHz	(clock_1KHz),
	.reset_n	(reset_n),
	.digitCount	(digitCount)
);
DigitTranslator i2(
	.digitCount	(digitCount),
	.digitSelect	(digitSelect)
);
DigitSeparator i3(
	.displayValue	(displayValue),
	.thousands	(thousands),
	.hundreds	(hundreds),
	.tens		(tens),
	.ones		(ones)
);
FourToOneMux i4(
	.thousands	(thousands),
	.hundreds	(hundreds),
	.tens		(tens),
	.ones		(ones),
	.digitCount	(digitCount),
	.value		(value)
);
SevenSeg i5(
	.value		(value),
	.display	(display)
);
endmodule
module FourToOneMux(
 input logic [1:0] digitCount,     
 input logic [3:0] thousands,      
 input logic [3:0] hundreds,       
 input logic [3:0] tens,           
 input logic [3:0] ones,           
 output logic [3:0] value   
 ); 
  always_comb
    case(digitCount)  		       
      2'd3 : value = thousands;  
      2'd2 : value = hundreds;   
      2'd1 : value = tens;       
      2'd0 : value = ones;       
      default : value = ones;    
    endcase
endmodule
module SevenSeg(
 input logic [3:0] value,   
 output logic [6:0] display 
 ); 
  always_comb
    case(value)		 
      4'd0 : display = 7'b1000000;  
      4'd1 : display = 7'b1111001;  
      4'd2 : display = 7'b0100100;  
      4'd3 : display = 7'b0110000;  
      4'd4 : display = 7'b0011001;  
      4'd5 : display = 7'b0010010;  
      4'd6 : display = 7'b0000010;  
      4'd7 : display = 7'b1111000;  
      4'd8 : display = 7'b0000000;  
      4'd9 : display = 7'b0010000;  
      default : display = 7'b0111111;  
    endcase
endmodule
module TwoBitCounter(
 input logic clock_1KHz,	 
 input logic reset_n,		 
 output logic [1:0] digitCount 	 
 ); 
  always_ff@(posedge clock_1KHz, negedge reset_n)
    if   (!reset_n)  digitCount <= 0;
    else             digitCount <= digitCount + 1;
endmodule
$ cat config.mk
export PLATFORM = sky130hd
export DESIGN_NAME = FourDigitSevenSeg
export DESIGN_NICKNAME = FourDigitSevenSeg
export VERILOG_FILES = /design/flow/design.v
export SDC_FILE = /design/flow/constraint.sdc
export NUM_CORES = 4
export LEC_CHECK = 1
export CORE_UTILIZATION = 30
$ cat run.sh
#!/bin/bash
# OpenROAD 26Q1-2900-gdf79404cd8, Yosys 0.63+post, stock flow scripts
make -C /OpenROAD-flow-scripts/flow DESIGN_CONFIG=/design/flow/config.mk WORK_HOME=/design/flow/orfs finish
==> flow_metrics.py <==
# Auto-generated metrics
metrics = {
    "final_timing": {
        "period_minus_slack_ns": 21.77,
        "slew_headroom": 0.478,
        "slew_viol_final": 0,
        "worstMarginPinSlew_ns": 0.777,
        "clock_skew_ns": 0.000723,
        "fin_crit_sh": 1.12,
        "setup_ws_ns": -2.27,
        "rsz0062_at_grt": "true",
        "final.setup.tns_ns": -15.13,
        "max_freq_mhz": 45.9,
        "finalSetupViolCount": 7,
        "hold_violations": 0,
    },
    "synth": {
        "top_logic_kind": "AND-OR/OR-AND gates",
        "postSynthCellCount": 1531,
        "ys_cells": 1531,
        "async_flop_share": 1.00,
        "ys_ff": 2,
        "ys_types": 118,
        "yosys_area_sq_um": 9900,
        "compound_area_frac": 0.452,
        "ys_sh_mux": 0.0397,
        "avgSynthCellArea_sq_um": 6.47,
        "synth_area_sq_um": 9900,
        "adder_share": 0.0647,
        "yosys_warnings": 4,
        "edf_count": 0,
        "flop_cell": "dfrtp_1",
        "ys_sh_simple": 0.339,
        "xor_share": 0.0484,
        "synth_seq_share": 0.00506,
    },
    "final_layout": {
        "top_register": "i1.digitCount",
        "syn2layout_area_growth_pct": 41.4,
        "largest_reg_flops": 2,
        "final_common_cell": "buf_4",
        "final_cell_mix": "367 x buf_4, 143 x nor2_1, 142 x nand2_1, 88 x a21oi_1, 86 x o21ai_0",
        "top_regs": "i1.digitCount (2)",
        "drive_gt1_frac": 0.315,
    },
    "global_routing": {
        "grt_pass1_wl_microns": 61400,
        "overflow": 0,
        "gr-usage-all-layers": 0.218,
        "grt_pass1_vias": 12400,
        "antenna_found_initial": 0,
        "grt_start_max_net_pins": 34,
    },
    "floorplan": {
        "die_area_sq_um": 33700,
        "rows": 66,
        "die_w_microns": 184,
        "die_h_microns": 184,
        "core_area_sq_um": 32500,
        "io_pins": 26,
        "fp_util": 0.304,
    },
    "pwr": {
        "p_per_area_nw_per_um2": 152,
        "irDropWorstVdd_v": 0.000185,
        "p_leak_nw": 5.58,
    },
    "clocking": {
        "cts.sinks": 2,
        "clockRootBuffer": "clkbuf_16",
        "path_clk_slew_ns": 0.03,
        "htreeDepth": 1,
        "cts_max_path_buffers": 2,
        "cts_buffers": 3,
        "cts_tree": "yes",
        "cts.hold.buffers_added": 0,
        "clk_latency_ns": 0.22,
    },
    "status": {
        "violations": "negative setup slack",
        "status": "complete, but fails checks",
    },
    "place": {
        "gp_congestion": 0.954,
        "pre_cts_ws_ns": -3.19,
        "portBuffers": 25,
        "dp_hpwl_microns": 28600,
    },
    "drt": {
        "drc": 0,
        "routed_wirelength_microns": 37000,
        "num_vias": 13400,
        "wire_per_inst_microns": 16.1,
        "dr.first_iter.drc_count": 1210,
        "firstDrtPassIters": 5,
        "ant_nets": 0,
        "n_antenna_cell": 0,
        "viasPerCell": 5.81,
    },
    "flow_run": {
        "cap_violations": 0,
        "warning_count": 35,
    },
    "critical_path": {
        "end_kind": "output pin",
        "rr_endpoint": "i1.digitCount[1]",
        "cpPeakStageDelay_ns": 0.56,
        "r2r-start": "i1.digitCount[0]",
        "reg2reg_slack_ns": 18.61,
        "crit_path_max_fanout": 5,
        "rr_worst_depth": 2,
        "cpMaxStageDelayCell": "or4_4",
        "crit_arrival_ns": 17.87,
        "crit_type": "in2out",
        "critPathRequiredTime_ns": 15.60,
        "startpoint_type": "input pin",
    },
    "min_path": {
        "min_from": "i1.digitCount[0]",
        "holdCritPathClass": "reg2reg",
        "holdPathStages": 1,
        "hold_end": "i1.digitCount[0]",
    },
}
-- repair_timing --
action	4_1_cts	5_1_grt
setup endpoints to repair	7	7
resized	101	29
setup buffers	72	13
endpoints found under the hold margin	0	0
pin swaps	78	27
-- synth_stat cells, types with 15 or more instances --
master	n	area [sq um]
and3_1	24	150
and2_1	27	169
nand4_1	21	131
a21o_1	20	150
ha_1	48	601
nand2_1	148	556
nor4_1	23	144
a211o_1	16	140
o31a_1	15	131
or3_1	19	119
xnor2_1	39	342
o21ai_1	15	75.1
clkbuf_1	46	173
a21oi_1	103	515
buf_2	19	95.1
a31oi_1	32	200
nand2b_1	19	119
o21a_1	27	203
a211oi_1	40	300
o211ai_1	21	158
mux2i_1	24	240
o21ai_0	95	475
or2_2	19	119
nor2_1	154	578
inv_1	40	150
o31ai_1	18	135
nor3_1	71	355
o2111ai_1	17	149
nand3_1	61	305
-- routing by layer --
metal | vias to the layer above | GRT usage | wire [microns]
met4 | 0 | 0.0390 | 641
met2 | 352 | 0.366 | 17200
li1 | 6705 | - | -
met3 | 53 | 0.0145 | 1630
met5 | - | 0 | 0
met1 | 6261 | 0.309 | 17500
-- logic make-up after synthesis --
| kind of cell | Yosys count |
|---|---|
| AOI/OAI and AO/OA | 608 |
| muxes | 37 |
| adders and majority gates | 52 |
| DFF | 2 |
| and+or+nand+nor | 658 |
| xor gates and xnor gates | 53 |
| buffers and inverters | 121 |
-- worst max-delay path, delay by kind of cell --
kind                     cells  cell delay (ns)
AND/OR/NAND/NOR             20             2.99
adder cells (fa/ha/maj)      9             2.44
AND-OR/OR-AND               36             6.23
XOR/XNOR                     4             0.59
buffers and inverters       10             1.08
multiplexers                 3             0.63
-- layout make-up --
cell class | count | area [sq um]
fill | 3211 | 18500
multi-input combinational | 1408 | 10100
timing repair buffer | 400 | 3060
tap | 442 | 553
inverter | 45 | 171
clock buffer | 3 | 75.1
sequential | 2 | 50.0
-- through the flow --
| stage | utilization | total power, W | cell area [sq um] | hold slack [ns] | instances |
|---|---|---|---|---|---|
| 2_1_floorplan | - | 0.00117 | 10300 | 0.465 | 1531 |
| 3_3_place_gp | 0.396 | 0.00185 | 12900 | 0.492 | 2213 |
| 3_5_place_dp | 0.396 | 0.00185 | 12900 | 0.502 | 2213 |
| 4_1_cts | 0.424 | 0.00205 | 13800 | 0.522 | 2287 |
| 5_1_grt | 0.430 | 0.00232 | 14000 | 0.551 | 2300 |
| 6_report | 0.430 | 0.00213 | 14000 | 0.516 | 2300 |
-- worst max-delay path by stage --
stage	from	slack, ns	to	cells after the start
finish	displayValue[9]	-2.27	display[3]	82
global route	displayValue[13]	-3.19	display[3]	83
CTS	displayValue[9]	-2.16	display[3]	85
-- report_power, final --
part | switching (W) | total (W) | internal [W]
clock | 0.00000442 | 0.0000305 | 0.0000261
combinational | 0.00109 | 0.00210 | 0.00101
sequential | 0 | 0.00000418 | 0.00000418
total | 0.00109 | 0.00213 | 0.00104
Power and IR drop assume default switching activity.
